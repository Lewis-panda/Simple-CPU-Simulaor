==> flow/run.sh <==
#!/bin/bash
# OpenROAD 26Q1-2900-gdf79404cd8, Yosys 0.63+post, stock flow scripts
make -C /OpenROAD-flow-scripts/flow DESIGN_CONFIG=/design/flow/config.mk WORK_HOME=/design/flow/orfs finish
==> flow/config.mk <==
export PLATFORM = sky130hd
export DESIGN_NAME = SP
export DESIGN_NICKNAME = SP
export VERILOG_FILES = /design/flow/design.v
export SDC_FILE = /design/flow/constraint.sdc
export NUM_CORES = 4
export LEC_CHECK = 1
export CORE_AREA = 10 10 70 70
export DIE_AREA = 0 0 80 80
==> flow/constraint.sdc <==
current_design SP

set clk_period 2.3
set clk_io_pct 0.2

create_clock -name clk0 -period $clk_period [get_ports {clk}]

set non_clock_inputs [all_inputs -no_clocks]
set_input_delay [expr $clk_period * $clk_io_pct] -clock clk0 $non_clock_inputs
set_output_delay [expr $clk_period * $clk_io_pct] -clock clk0 [all_outputs]
==> flow/design.v <==
 module SP(
	clk,
	rst_n,
	in_valid,
	inst,
	mem_dout,
	out_valid,
	inst_addr,
	mem_wen,
	mem_addr,
	mem_din
);
input                    clk, rst_n, in_valid;
input             [31:0] inst;
input  signed     [31:0] mem_dout;
output reg               out_valid;
output reg        [31:0] inst_addr;
output reg               mem_wen;
output reg        [11:0] mem_addr;
output reg signed [31:0] mem_din;
reg signed [31:0] r [0:31]; 
reg [5:0] opcode;
reg [4:0] rs;
reg [4:0] rt;
reg [4:0] rd;
reg [4:0] shamt;
reg [5:0] funct;
reg signed [15:0] immediate;
reg [25:0] jump_address;
integer i;
integer done;
integer wb;
localparam S_IDLE = 'd0;
localparam S_IN = 'd1;
localparam S_EXEC = 'd2;
localparam S_OUT = 'd3;
reg [1:0] current_state, next_state;
integer test;
reg [4:0] counter;   
always @(posedge clk, negedge rst_n) begin
    if (!rst_n) begin
        inst_addr <= 32'h0;
        out_valid <= 1'b0;
		mem_wen <= 1'b1;
		mem_addr <= 0;  
		mem_din <=0;	
        counter <= 5'b0;   
        for (i = 0; i < 32; i = i + 1) begin
            r[i] <= 32'h0;
        end
        current_state <= S_IDLE;
    end else begin
        current_state <= next_state;
		if(current_state==S_EXEC && done ==0) begin
			done <= 1;
			case(opcode)
				6'b000000: begin
					case(funct)
						6'b000000: begin
							r[rd] <= r[rs] & r[rt];   
							inst_addr <= inst_addr + 4;
						end
						6'b000001: begin
							r[rd] <= r[rs] | r[rt];   
							inst_addr <= inst_addr + 4;
						end
						6'b000010: begin
							r[rd] <= r[rs] + r[rt];   
							inst_addr <= inst_addr + 4;
						end
						6'b000011: begin
							r[rd] <= r[rs] - r[rt];   
							inst_addr <= inst_addr + 4;
						end
						6'b000100: begin
							r[rd] <= r[rs] < r[rt] ? 32'h1 : 32'h0;   
							inst_addr <= inst_addr + 4;
						end
						6'b000101: begin
							r[rd] <= r[rs] << shamt;   
							inst_addr <= inst_addr + 4;
						end
						6'b000110: begin
							r[rd] <= ~(r[rs] | r[rt]);   
							inst_addr <= inst_addr + 4;
						end
						6'b000111: inst_addr <= r[rs];   
						default: begin
						end
					endcase
				end
				6'b000001: begin
					r[rt] <= r[rs] & $unsigned(immediate);   
					inst_addr <= inst_addr + 4;
				end
				6'b000010: begin
					r[rt] <= r[rs] | $unsigned(immediate);   
					inst_addr <= inst_addr + 4;
				end
				6'b000011: begin
					r[rt] <= r[rs] + $signed(immediate);   
					inst_addr <= inst_addr + 4;
				end
				6'b000100: begin
					r[rt] <= r[rs] - $signed(immediate);   
					inst_addr <= inst_addr + 4;
				end
				6'b000101: begin
					mem_wen <= 1'b1;  
					wb=1;
					inst_addr <= inst_addr + 4;
				end
				6'b000110: begin
					mem_wen <= 1'b0; 
					mem_din <= r[rt];
					inst_addr <= inst_addr + 4;
				end
				6'b000111: begin
					if (r[rs] == r[rt]) begin
						inst_addr <= $signed(inst_addr) + 4 + $signed({immediate, 2'b00});
					end else begin
						inst_addr <= inst_addr + 4;
					end
				end
				6'b001000: begin
					if (r[rs] != r[rt]) begin
						inst_addr <= $signed(inst_addr) + 4 + $signed({immediate, 2'b00});
					end else begin
						inst_addr <= inst_addr + 4;
					end
				end
				6'b001001: begin          
					r[rt] <= {immediate, 16'h0000};
					inst_addr <= inst_addr + 4;
				end
				6'b001010: begin  
					inst_addr <= {inst_addr[31:28], jump_address << 2};
				end
				6'b001011: begin
					r[31] <= inst_addr + 4;
					inst_addr <= {inst_addr[31:28], jump_address << 2};
				end
				default: begin
				end
			endcase
		end
        if ((current_state == S_OUT && !in_valid) || counter == 5'b1010) begin
            out_valid <= 1'b1;
            counter <= 5'b0;   
        end else begin
            out_valid <= 1'b0;
            if (counter == 5'b1010) begin
                counter <= 5'b0;
            end
        end
        if (in_valid) begin
            counter <= 5'b0;   
        end else if (counter != 5'b1010) begin
            counter <= counter + 1'b1;   
        end
    end
end
always @(*) begin
    case (current_state)
        S_IDLE: begin
            if (in_valid)
                next_state = S_IN;
            else
                next_state = S_IDLE;
        end
        S_IN: begin
            if (in_valid) begin
                next_state = S_IN;
				opcode = inst[31:26];
				rs = inst[25:21];
				rt = inst[20:16];
				rd = inst[15:11];
				shamt = inst[10:6];
				funct = inst[5:0];
				immediate = inst[15:0];
				jump_address = inst[25:0];
            end else begin 
                next_state = S_EXEC;
				done=0;
			end 
        end
        S_EXEC: begin
			mem_addr =  r[rs] + $signed(immediate);
			if (done) begin
                next_state = S_OUT;
				done=1;
            end else begin
                next_state = S_EXEC;
			end
		end
        S_OUT:	begin
			next_state = S_IDLE;
			mem_wen = 1'b1;
			if(wb==1) begin	
				mem_addr =  r[rs] + $signed(immediate);
				r[rt] = mem_dout;
				wb=0;
			end
		end
		default: next_state = S_IDLE;
    endcase
end
endmodule
==> impl_metrics.csv <==
group,metric,value,unit
run,maxCapViolCount,0,
clock_network,h-tree-depth,1,
critical_path,crit_type,"reg2out",
yosys,synth.avg_cell_area,8.74,um2
yosys,synth-area-yosys,970,um2
timing,rsz0062_at_grt,"no",
clock_network,ctsResizeCount,0,
critical_path,slowest_stage,"clkdlybuf4s50_1",
grt,grt_busiest_layer,"met2",
yosys,synth.most_common_cell,"buf_4",
clock_network,cts_buffers,3,
yosys,netlist_top_cells_area,"buf_4 (60%), dfrtp_1 (23%), dfstp_2 (2.7%)",
yosys,ys_seq_frac,0.259,
timing,finClkSkew,0.000427,ns
timing,period_minus_slack,1.49,ns
critical_path,start_kind,"register",
route,drt_iter0_drc,5,
yosys,ys_types,14,
pwr,leakage,0.467,nW
yosys,largest_area_cell,"buf_4",
yosys,synthFlopType,"dfrtp_1",
hold_path,hold_path.class,"reg2reg",
grt,met3_usage,0.0102,
timing,slew_viol_final,0,
grt,grt_antenna_before_repair,0,
finish,final_area,797,um2
critical_path,worstPathCellList,"clkdlybuf4s50_1",
clock_network,cts_hold_buffers,0,
route,wire_per_inst,9.13,um
timing,setup_violations,0,
clock_network,clk_pin_slew,0.06,ns
finish,fin_util,0.233,
route,drc,0,
pwr,power_density,477,mW/mm2
timing,clock.fmax,672,MHz
outcome,status,"finished clean",
route,antenna_cells,0,
route,drt_pass1_iterations,2,
grt,grt.met2_usage,0.0698,
finish,area_growth,-17.8,%
route,vias_per_cell,2.60,
yosys,top_area_frac,0.596,
finish,final_cells,162,
timing,hold_violations,0,
place,portBuffers,3,
grt,grt_pass1_wl,2150,um
critical_path,critPathBufInv,1,
critical_path,critical_path.max_fanout,1,
floorplanning,ios,145,
yosys,synth_async_sr_flop_share,1.00,
yosys,common_cells,"buf_4 (77), dfrtp_1 (9), nor2_1 (6)",
clock_network,cts_root_buf,"clkbuf_4",
timing,setup_tns,0,ns
place,place_area,761,um2
route,vias,421,
yosys,ys_cells,111,
clock_network,clock.latency.late_pin,0.26,ns
place,dp_cells,158,
critical_path,cpLargestDelayFamily,"buffers and inverters",
floorplanning,die_x,80,um
yosys,edf_count,0,
grt,grt_max_degree,11,
critical_path,slowest_delay,0.45,ns
grt,grt_pass1_vias,508,
grt,track_usage,0.0390,
place,gp_congestion,0.730,
grt,grt_use_met1,0.0464,
pwr,ir_drop,0.114,mV
floorplanning,initCoreUtil,0.284,
critical_path,cp-end-kind,"output pin",
critical_path,ff2ff_path_depth,4,
floorplanning,dieArea,0.00640,mm2
floorplanning,core-area,0.00342,mm2
timing,whs,0.353,ns
run,warnings,90,
clock_network,postCtsSetupBuffers,0,
clock_network,cts_max_path_buffers,2,
route,antenna_left,0,
place,hpwl,1360,um
critical_path,path_depth,1,
hold_path,whs_path_depth,0,
route,routed_wl,1480,um
yosys,ys.flops,10,
clock_network,cts_tree,"built",
floorplanning,fp-row-count,21,
timing,min_period_over_period,0.647,
yosys,yosysWarnings,1244,
finish,drive_above_1_share,0.0431,
yosys,synthCells,111,
critical_path,worstPathRequired,1.84,ns
grt,overflow,0,
clock_network,clock_sinks,10,
floorplanning,die_h,80,um
critical_path,arrival,1.03,ns
yosys,netlist_area,970,um2
==> final cells by class <==
cell class / count / area [um2]
timing repair buffer: 3 / 30.0
tap: 46 / 57.6
clock buffer: 4 / 36.3
sequential: 10 / 251
multi-input combinational: 96 / 410
inverter: 3 / 11.3
fill: 384 / 2620
==> state kept, by name (all words and copies together) (netlist names) <==
name	count
counter	5
current_state	4
out_valid	1
==> final timing paths <==
path | from | slack [ns] | end
setup reg to reg | counter[0] | 1.23 | counter[2]
min in group asynchronous | rst_n | 0.50 | counter[2]
hold reg to reg | current_state[1] | 0.35 | current_state[3]
setup / recovery | out_valid | 0.81 | out_valid
max in group asynchronous | rst_n | 1.47 | current_state[0]
hold / removal | current_state[1] | 0.35 | current_state[3]
==> stage by stage <==
stage	power [mW]	setup WS, ns
after floorplan	0.304	1.32
after global placement	0.235	0.890
after detailed placement	0.235	0.878
after CTS	0.390	0.793
after global routing	0.407	0.771
final	0.380	0.811
==> logic make-up (layout without fill, tap and decap cells) <==
kind of cell / after synthesis / in the layout / synth area share
buffers and inverters: 80 / 10 / 0.608
flip-flops: 10 / 10 / 0.259
AND/OR/NAND/NOR: 10 / 10 / 0.0452
AND-OR/OR-AND: 4 / 4 / 0.0271
XOR/XNOR: 3 / 3 / 0.0271
adder cells (fa/ha/maj): 2 / 2 / 0.0258
other: 2 / 77 / 0.00774
==> metal layers <==
metal,part of all wire,vias up
met4,0,0
met5,0,-
met3,0.091,0
li1,-,194
met1,0.40,187
met2,0.51,40
==> report_power, final <==
group | leakage [nW] | switching [mW] | internal [mW]
clock network | 0.0210 | 0.0562 | 0.0960
logic | 0.314 | 0.0207 | 0.0123
registers | 0.132 | 0.00671 | 0.188
==> placed cells by master, fill, tap and decap left out <==
cell and instances:
conb_1 77, dfrtp_1 9, nor2_1 6, inv_1 3, nand3_1 3, clkbuf_4 3, clkdlybuf4s50_1 3, o21ai_0 2
xor2_1 2, ha_1 2, nor2b_1 1, o21a_1 1, a31o_1 1, xnor2_1 1, clkbuf_8 1, dfstp_2 1
Power and IR drop assume default switching activity.
